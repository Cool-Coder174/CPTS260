==> ./design.v <==
`timescale 1ns / 1ps
module A6Q3FullAdder (
    input  logic a,      
    input  logic b,      
    input  logic cin,    
    output logic sum,    
    output logic cout    
);
    assign sum = a ^ b ^ cin;
    assign cout = (a & b) | (cin & (a ^ b));
endmodule  
module four_bit_full_adder (
    input  logic [3:0] A,      
    input  logic [3:0] B,      
    input  logic       Cin,    
    output logic [3:0] Sum,    
    output logic       Cout,   
    output logic       Overflow  
);
    logic [2:0] c_int;  
    A6Q3FullAdder fa0 (
        .a(A[0]),
        .b(B[0]),
        .cin(Cin),
        .sum(Sum[0]),
        .cout(c_int[0])
    );
    A6Q3FullAdder fa1 (
        .a(A[1]),
        .b(B[1]),
        .cin(c_int[0]),
        .sum(Sum[1]),
        .cout(c_int[1])
    );
    A6Q3FullAdder fa2 (
        .a(A[2]),
        .b(B[2]),
        .cin(c_int[1]),
        .sum(Sum[2]),
        .cout(c_int[2])
    );
    A6Q3FullAdder fa3 (
        .a(A[3]),
        .b(B[3]),
        .cin(c_int[2]),     
        .sum(Sum[3]),
        .cout(Cout)         
    );
    assign Overflow = c_int[2] ^ Cout;
endmodule  
==> ./run.sh <==
#!/bin/bash
# OpenROAD 26Q1-2900-gdf79404cd8, Yosys 0.63+post, stock flow scripts
make -C /OpenROAD-flow-scripts/flow DESIGN_CONFIG=/design/flow/config.mk WORK_HOME=/design/flow/orfs finish
==> ./config.mk <==
export PLATFORM = sky130hd
export DESIGN_NAME = four_bit_full_adder
export DESIGN_NICKNAME = four_bit_full_adder
export VERILOG_FILES = /design/flow/design.v
export SDC_FILE = /design/flow/constraint.sdc
export NUM_CORES = 4
export LEC_CHECK = 1
export CORE_AREA = 10 10 70 70
export DIE_AREA = 0 0 80 80
==> ./constraint.sdc <==
current_design four_bit_full_adder

set clk_period 5.1
set clk_io_pct 0.2

create_clock -name clk0 -period $clk_period

set non_clock_inputs [all_inputs -no_clocks]
set_input_delay [expr $clk_period * $clk_io_pct] -clock clk0 $non_clock_inputs
set_output_delay [expr $clk_period * $clk_io_pct] -clock clk0 [all_outputs]
==> impl_metrics.csv <==
group,metric,value,unit
global_routing,grt-busiest-layer,"met1",
synth,synth_seq_share,0,
critical_path,timing_worst_setup_path_type,"in -> out",
critical_path,critical_path_peak_fanout,2,
sta,period_needed,4.54,ns
sta,fin_crit_sh,0.890,
final_layout,post_route_cells_drive_above_1_share,0,
sta,slew_viol_final,0,
synth,syn-mean-instance-area,8.23,sq um
final_layout,fillers,410,
power_and_ir_drop,net-switching-power,8.95,uW
final_layout,ff_latch_area,0,sq um
power_and_ir_drop,p_leak,0.143,nW
final_layout,area.growth.synth_to_final,114,%
synth,synth.top_cells.by_area,"fa_1 51%, inv_1 24%, buf_4 19%",
route,number_of_detailed_route_iterations_in_the_first_pass,1,
final_layout,logic_area,88.8,sq um
synth,syn_area,156,sq um
job,openroad.warnings,32,
power_and_ir_drop,clock_power_share,0,
outcome,status,"finished clean",
sta,timing.setup.tns,0,ns
global_routing,gr-usage-met3,0.0148,
placement,port-buffer-count,15,
placement,placed_area,334,sq um
sta,finalHoldWorstSlack,3.08,ns
route,detail_route.antenna_diodes,0,
sta,worst-slew-pin-transition,0.152,ns
global_routing,grt_first_pass_wirelength,765,um
clock_tree,cts_setup_buffers,0,
placement,placed_cells,76,
synth,yosysWarningCount,0,
route,post_dr_vias_cell,1.59,
sta,worst_slew_margin_rel,0.898,
global_routing,grt_pass1_vias,168,
power_and_ir_drop,seq_power_share,0,
floorplanning,die.size.y,80,um
critical_path,critical_path_cell_sequence,"clkdlybuf4s50_1, inv_1, fa_1, inv_1, fa_1, fa_1, inv_1, fa_1, xnor2_1, clkdlybuf4s50_1",
critical_path,critical_path.startpoint_type,"input port",
clock_tree,hold_buffers,0,
floorplanning,pin_count,15,
critical_path,cp.buffers_inverters,5,
sta,timing.final.setup_violations,0,
critical_path,critical_path.top_delay_family,"adder cells",
power_and_ir_drop,power.share.switching,0.274,
critical_path,timing.critical_path.mode_cell,"fa_1",
clock_tree,postCtsResizedCells,0,
final_layout,sequential_cell_total,0,
critical_path,cp-end-kind,"primary output",
global_routing,globalRouteMet1Util,0.0201,
route,detailedRoute.firstIterationViolations,0,
route,post_drt_wl_per_cell,6.58,um
synth,distinct_cell_type_count_after_synthesis,4,
global_routing,global_route.overflow_total,0,
power_and_ir_drop,power_report.internal_total,23.7,uW
sta,max_freq,220,MHz
placement,hpwl,485,um
sta,unrepaired_setup_endpoints_after_global_routing,"false",
critical_path,critical-path-max-stage-delay,0.50,ns
global_routing,grt_util_all_layers,0.0153,
synth,yosysCellCount,19,
route,antenna_left,0,
floorplanning,fp_util,0.0458,
critical_path,crit_slowest_cell,"clkdlybuf4s50_1",
floorplanning,design.core.area,3420,sq um
job,drv_cap,0,
sta,hold_violations,0,
final_layout,num-clock-buffers,0,
power_and_ir_drop,power_per_cell_area,97.7,nW/um^2
critical_path,worstPathArrival,3.52,ns
final_layout,post_layout_nonfiller_instances,76,
route,via_count,121,
route,routed_wl,500,um
critical_path,worst_ep_required_time,4.08,ns
floorplanning,fp.dieW,80,um
power_and_ir_drop,ir_worst_vdd,0.0000179,V
hold_path,whs_path_depth,5,
global_routing,grt_antenna_before_repair,0,
synth,yosysTopAreaCell,"fa_1",
placement,routability_driven_placement_congestion_ratio,0.803,
final_layout,postLayoutCellArea,334,sq um
hold_path,hold_path_class,"in -> out",
synth,ys_chip_area,156,sq um
synth,synth_cells,19,
global_routing,grt_start_max_net_pins,3,
hold_path,hold_path.startpoint,"Cin",
hold_path,worst_hold_path.endpoint,"Sum[0]",
route,post_detailed_route_drc_marker_count,0,
synth,top_area_frac,0.512,
floorplanning,die_area,6400,sq um
power_and_ir_drop,power.share.combinational,1.000,
global_routing,gr-usage-met2,0.0185,
floorplanning,core.rowCount,21,
worst max-delay path by stage:
stage / start / end / slack [ns] / cells after the start
6_report: A[0] / Overflow / 0.56 / 10
5_1_grt: A[0] / Overflow / 0.38 / 10
4_1_cts: A[0] / Overflow / 0.51 / 10
power by group through the flow:
stage	sequential (mW)	clock (mW)	combinational, mW
finish	0	0	0.0327
global route	0	0	0.0377
CTS	0	0	0.0339
kinds of logic (layout without fill, tap and decap cells):
kind of cell,Yosys count,count (layout),share of synthesized area
buffers and inverters,14,25,0.432
xor gates and xnor gates,1,1,0.0560
adders and majority gates,4,4,0.512
per-layer routing:
layer	vias to the layer above	share of wire
met2	11	0.32
met5	-	0
met4	0	0
met1	45	0.39
li1	65	-
met3	0	0.29
placed cells by master, fill, tap and decap left out, drive strengths merged:
| cell type | n |
|---|---|
| fa | 4 |
| clkdlybuf4s50 | 15 |
| inv | 10 |
| xnor2 | 1 |
per-stage QoR:
stage               power, mW  setup WS (ns)    util
finish                 0.0327          0.560  0.0978
global route           0.0377          0.376  0.0978
CTS                    0.0339          0.514  0.0978
detailed placement     0.0336          0.541  0.0978
global placement       0.0339          0.536  0.0978
floorplan              0.0154           1.43       -
area by class of cell:
class | instances | area share
repair buffers | 15 | 0.449
well taps | 46 | 0.172
inverters | 10 | 0.112
multi-input cells | 5 | 0.266
Yosys cell counts:
cell type and instances:
buf_4 4, fa_1 4, inv_1 10, xnor2_1 1
Power and IR drop assume default switching activity.
